`design/flow/run.sh`:
```
#!/bin/bash
# OpenROAD 26Q1-2900-gdf79404cd8, Yosys 0.63+post, stock flow scripts
make -C /OpenROAD-flow-scripts/flow DESIGN_CONFIG=/design/flow/config.mk WORK_HOME=/design/flow/orfs finish
```
`design/flow/config.mk`:
```
export PLATFORM = sky130hd
export DESIGN_NAME = datamemory
export DESIGN_NICKNAME = datamemory
export VERILOG_FILES = /design/flow/design.v
export SDC_FILE = /design/flow/constraint.sdc
export NUM_CORES = 4
export LEC_CHECK = 1
export CORE_UTILIZATION = 40
export SYNTH_MEMORY_MAX_BITS = 65536
```
`design/flow/constraint.sdc`:
```
current_design datamemory

set clk_period 193.2
set clk_io_pct 0.2

create_clock -name clk0 -period $clk_period [get_ports {clk}]

set non_clock_inputs [all_inputs -no_clocks]
set_input_delay [expr $clk_period * $clk_io_pct] -clock clk0 $non_clock_inputs
set_output_delay [expr $clk_period * $clk_io_pct] -clock clk0 [all_outputs]
```
`design/flow/design.v`:
```
`timescale 1ns / 1ps
module datamemory#(
    parameter DM_ADDRESS = 9 ,
    parameter DATA_W = 32
    )(
    input logic clk,
	input logic MemRead ,  
    input logic MemWrite ,  
    input logic [ DM_ADDRESS -1:0] a ,  
    input logic [ DATA_W -1:0] wd ,  
    output logic [ DATA_W -1:0] rd  
    );
    logic [DATA_W-1:0] mem [(2**DM_ADDRESS)-1:0];
    always@(*) 
    begin
       if(MemRead)
            rd = mem[a];
	end
    always @(posedge clk) begin
       if (MemWrite)
            mem[a] = wd;
    end
endmodule
```
==> run summary <==
Summary of the current implementation state.

- The layer flagged by global routing as most heavily used is met2.
- The critical path maximum fanout is 31.
- The buffer type at the clock tree root is clkbuf_16, for reference.
- The die extent in y is about 1.3 mm, for reference.
- The dominant logic cell type in the layout is edfxtp_1, for reference.
- The prevailing logic family in the synthesized netlist is multiplexers, for reference.
- The area of the core is roughly 1600000 um^2, for reference.
- Before placement the cells fill approximately two fifths of the core.
- STA classifies the critical path startpoint as a primary input.
- The initial antenna violation count is 293, for reference.
- The final report lists the setup-violating endpoint count as 0.
- The maximum number of pins on one net before global-route repair is ~110, for reference.
- On the critical path the data arrives at between 40000 and 50000 ps.
- The cell-mix breakdown from Yosys lists the adder-cell area share as 0%.
- The run finished, with violations left.
- Per the gpl log, the routability congestion estimate is between 1 and 1.5.
- After detailed placement, the total cell area comes to roughly 670000 um^2.
- The fraction of met1 tracks used by global routing is between 20% and 30%, for reference.
- The number of unconstrained endpoints is around 64, for reference.
- In this run the tightest slew margin relative to its limit is -11.7%.
- The post-route antenna net violation count is 0, for reference.
- For reference, compound AND-OR and OR-AND cells occupy 3.18% of the area reported after synthesis.
- For this design, the CTS-stage hold fixing added 0 buffers.
- Synthesis instantiated ~80 different standard cells from the library.
- The number of setup buffers added after CTS is 0, for reference.
- The area of the die is ~1600000 um^2, for reference.
- Once iteration 0 of detailed routing completed, the report listed 24.3k DRC markers.
- Per STA, the library cell used most along the worst path is buf_4.
- For this run, global-route usage on met3 was measured as 29.9%.
- The share of synthesized registers carrying an async set or reset is 0%, for reference.
- By instance count after routing, the leading logic cell types are 16.4k x edfxtp_1, 3354 x mux4_2, 1960 x buf_4, 1726 x clkbuf_16, 1569 x mux2i_1.
- Summed over all nets, the half-perimeter wirelength after detailed placement is about 1300 mm.
- Global routing finished with a remaining overflow of 0.
- Among all flip-flop cells after synthesis, the most frequent one is edfxtp_1.
- For this run, the detailed router reports a per-instance via density of ~6.
- The leakage power is around 0.22 uW, for reference.
- The clock slew at the register clock pins of the worst setup and hold paths is about 60 ps, for reference.
- The total via count in the routed design is ~310k, for reference.
- The number of placement rows is between 400 and 500, for reference.
- The TritonCTS clock tree is built, for reference.
- The power per unit of standard cell area is between 10 and 15 nW/um^2, for reference.
- The count of maximum capacitance violations is 1, for reference.
- The register bit count reported by yosys is approximately 16k, for reference.
- The kind of critical path is in -> reg, for reference.
- STA puts the critical path data required time at 194170 ps.
- The iteration count recorded for the first detailed-route pass is 8.
- The synthesized netlist devotes 0% of its cell area to XOR and XNOR gates.
- The final timing report lists a hold violation count of 0.
- Summed over all failing endpoints, the final setup total negative slack is 0 ps.
- The post-route DRC violation count is 0, for reference.
- The total of cells resized after clock tree synthesis is 0, for reference.
- Yosys mapped a number of flops with a built-in enable equal to 16.4k.
- Global routing used 38.1% of the available met2 tracks.
- The global routing usage summed across all routing layers is 29.1%, for reference.
- In this run the deepest clock path goes through 6 buffers.
- The cell total in the yosys stat output is 28.6k, for reference.
- For reference, the mux area share after synthesis is between 10% and 20%.
- The checks that failed: capacitance limit, slew limit.
- The final timing report lists a max-slew violation count of 8.
- For the pin with the worst max-slew slack, the measured transition is 1680 ps.
- The average routed wire per standard cell is between 30 and 40 um, for reference.
- The slowest library cell on the worst path is nand3_4, for reference.
- The synthesized area per cell is 21.9 um^2, for reference.
- STA classifies the critical path endpoint as a flip-flop.
- The post-route netlist has approximately 27% of its cells at a drive strength greater than 1.
- The highest cell delay on the worst timing path is ~800 ps, for reference.
- The via count of the first global-routing pass is between 300k and 400k.
- The first global-routing pass estimated 2810 mm of wire.
- Input and output buffers added on the ports amount to roughly 75.
- The smallest clock period supported by the final layout is computed as 42100 ps.
- Along the worst hold path, the cell count comes to 1.
- Counting every instance in the synthesized netlist gives ~29k.
- In this run the cell area of the synthesized design comes to approximately 630000 um^2.
- The most critical hold endpoint after final layout shows a slack of between 30000 and 40000 ps.
- The CTS H-tree depth is 7, for reference.
- The number of register pins that no clock reaches is 32, for reference.
- From left edge to right edge, the die measures approximately 1.3 mm.
- The synthesis warning total is 1, for reference.
- The maximum vdd ir drop is about 9.4 uV, for reference.
- Setup repair after global routing left no endpoint under its margin.
- The worst min-delay path class is in -> reg, for reference.
- The fmax is about 24 MHz, for reference.
- The number of warning messages in the logs is 38, for reference.
- The area fraction in and, or, nand and nor cells after synthesis is between 1.5 and 2%, for reference.
- The I/O pin total is approximately 76, for reference.
- The area added between synthesis and finish is 14.7%, for reference.
- The number of CTS-inserted buffers is ~1.7k, for reference.
- The final critical path takes up between 20 and 25% of the cycle.
- The chip area line in the Yosys stat output reads 627000 um^2.
- The detailed-route wire length is roughly 2100 mm, for reference.
- The summed area of non-filler cells in the final layout is slightly above 700000 um^2, for reference.
- In this run the critical path is formed by buf_8 -> buf_4 -> nor2b_4 -> nand3_4 -> buf_4 -> buf_4 -> nor2_4 -> buf_4.
==> per-stage QoR <==
stage	setup WS (ps)	utilization, %	instances	power [uW]
2_1_floorplan	150740	-	28572	4160
3_3_place_gp	150000	42.6	49643	4380
3_5_place_dp	149970	42.6	49643	4390
4_1_cts	151380	46.0	52621	7470
5_1_grt	151140	46.0	52986	7620
6_report	151100	46.0	53137	7440
==> where the power goes <==
part | leakage, uW | internal [uW] | switching (uW)
combinational | 0.0511 | 112 | 291
clock | 0.0255 | 1790 | 1330
sequential | 0.147 | 3920 | 1.48
total | 0.224 | 5820 | 1620
==> synth_stat cells, types with 45 or more instances <==
library cell | count | area, um^2
nor4_1 | 73 | 457
nand4_1 | 452 | 2830
mux2i_1 | 1597 | 16000
and3_1 | 53 | 332
edfxtp_1 | 16384 | 492000
buf_4 | 139 | 1040
a22oi_1 | 617 | 4630
a22o_1 | 243 | 2130
a2111oi_0 | 45 | 394
a31oi_1 | 107 | 669
a21oi_1 | 448 | 2240
nand3_1 | 223 | 1120
buf_6 | 88 | 991
a221oi_1 | 151 | 1320
nor2b_1 | 49 | 307
nor2_1 | 609 | 2290
clkbuf_1 | 588 | 2210
buf_2 | 745 | 3730
o211ai_1 | 67 | 503
mux2_2 | 284 | 3200
mux4_2 | 3354 | 75500
o22ai_1 | 425 | 2660
o21ai_0 | 363 | 1820
buf_1 | 170 | 638
nor3_1 | 108 | 541
a211oi_1 | 152 | 1140
nand2_1 | 572 | 2150
==> logic make-up after synthesis <==
logic type,Yosys count
AOI/OAI and AO/OA,2880
buffers and inverters,1763
DFF,16384
latches,32
muxes,5235
and+or+nand+nor,2278
==> flip-flops by register name, indices dropped and copies added, names as in the netlist <==
| signal | cells |
|---|---|
| mem | 16384 |
| rd | 32 |
==> path summary, 6_finish.rpt <==
path    from                endpoint
min   wd[24]  mem[195][24]$_DFFE_PP_
max     a[2]  mem[373][12]$_DFFE_PP_
==> final cells by class <==
type | count | area [um^2]
diodes | 515 | 1290
clock buffers | 2085 | 44500
clock inverters | 893 | 7620
fillers | 125743 | 843000
inverters | 33 | 144
multi-input cells | 10393 | 131000
flip-flops and latches | 16416 | 492000
well taps | 20745 | 26000
repair buffers | 2057 | 16100
==> worst max-delay path: cells and delay by family <==
kind / cells / cell delay, ps
buffers and inverters: 5 / 2280
and+or+nand+nor: 3 / 1810
==> routing by layer <==
metal / wire [um] / share of wire (%)
met5: 20900 / 1.0
met4: 139000 / 6.7
met3: 484000 / 23
met2: 889000 / 43
met1: 544000 / 26
No activity file was given, so power comes from the tool's default toggle rates.
