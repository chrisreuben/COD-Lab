==> ./run.sh <==
#!/bin/bash
# OpenROAD 26Q1-2900-gdf79404cd8, Yosys 0.63+post, stock flow scripts
make -C /OpenROAD-flow-scripts/flow DESIGN_CONFIG=/design/flow/config.mk WORK_HOME=/design/flow/orfs finish
==> ./config.mk <==
export PLATFORM = sky130hd
export DESIGN_NAME = registerfile
export DESIGN_NICKNAME = registerfile
export VERILOG_FILES = /design/flow/design.v
export SDC_FILE = /design/flow/constraint.sdc
export NUM_CORES = 4
export LEC_CHECK = 1
export CORE_UTILIZATION = 30
==> ./constraint.sdc <==
current_design registerfile

set clk_period 20.8
set clk_io_pct 0.2

create_clock -name clk0 -period $clk_period

set non_clock_inputs [all_inputs -no_clocks]
set_input_delay [expr $clk_period * $clk_io_pct] -clock clk0 $non_clock_inputs
set_output_delay [expr $clk_period * $clk_io_pct] -clock clk0 [all_outputs]
==> ./design.v <==
module registerfile(
input logic [4:0] rs1_addr,
input logic [4:0]rs2_addr,
input logic [4:0]rd_addr,
input logic [4:0]regwrite,
input logic [32:0] wr_data,
input logic reset,
input logic wr_en,
output logic [32:0]rs1,
output logic[32:0] rs2
);
logic[31:0] rf[31:0];
always @(*)
begin 
	if(reset) begin
	rs1=0;
	rs2=0;
	end
		else
		begin
		rs1=rf[rs1_addr];
		rs2=rf[rs2_addr];
		end
	if(wr_en) begin
	rf[rd_addr] = wr_data;
	end
end
endmodule
==> impl_metrics.tcl <==
# collected from the flow reports
set metrics [dict create \
    netlist_area_um2 31400 \
    timing.final.crit_share_pct 68.2 \
    fp-utilization_pct 30.3 \
    wl_per_cell_um 40.4 \
    cts_hold_buffers 0 \
    place_congestion 1.07 \
    path_class "input pin to output pin" \
    holdWs_ps 9290 \
    fin_tns_setup_ps 0 \
    internal-power_uw 241 \
    endpoint_kind "output pin" \
    max_stage_delay_ps 740 \
    ys_cells 3688 \
    synth.distinct_cells 64 \
    p_per_area_nw_per_um2 16.1 \
    status "complete, no violations" \
    grt.busiest_layer "met2" \
    swShare_pct 56.7 \
    dpl.hpwl_mm 116 \
    synthTopCellsByArea "dlxtn_1 49%, nand3_1 13%, a22oi_1 7.4%" \
    viasPerCell 7.25 \
    drive_gt1_share_pct 8.63 \
    grt_pass1_vias 35000 \
    ys.flops 1024 \
    synthCells 3688 \
    cp_data_arrival_time_ps 10020 \
    die_h_um 325 \
    untimed_endpoints 1024 \
    area_delta_synth_final_pct 10.0 \
    simple_gate_share_pct 28.7 \
    async_flop_share_pct 0 \
    critPathTopFamily "buffers and inverters" \
    cp_num_buf_inv 6 \
    topCombFamilyByArea "simple AND/OR/NAND/NOR gates" \
    placementRows 118 \
    fin_ws_ps 6620 \
    chipArea_um2 106000 \
    slew_violations 0 \
    mux_share_pct 0.638 \
    coreArea_um2 104000 \
    edf_count 0 \
    antenna_found_initial 31 \
    met3_usage_pct 28.5 \
    adder_share_pct 0 \
    p_leak_uw 0.0146 \
    log.warning_count 46 \
    numPortBuffers 113 \
    p_switching_uw 315 \
    timing.final.crit_period_ps 14180 \
    drc 0 \
    place_ws_ps 7090 \
    yosysTopAreaCell "dlxtn_1" \
    ff_type "dlxtn_1" \
    grt_max_degree 102 \
    required_ps 16640 \
    routed_wl_mm 204 \
    final_common_cell "dlxtn_1" \
    max_freq_ghz 0.0705 \
    yosys.area_share.xor_xnor_pct 0 \
    setup-violations-final 0 \
    finalHoldViolCount 0 \
    drt_iter0_drc 5377 \
    cp_common_cell "buf_4" \
    grt_overflow 0 \
    tightest_slew_ps 1360 \
    ys_sh_aoi_pct 16.2 \
    yosysWarningCount 2 \
    avgSynthCellArea_um2 8.51 \
    slew-limit-headroom_pct 8.49 \
    vias 36600 \
    io_pins 121 \
    grt_use_met2_pct 49.0 \
    grt_util_met1_pct 43.0 \
    ir_drop_v 0.0000126 \
    dr.pass1.iters 9 \
    top_area_share_pct 49.1 \
    rsz0062_at_grt "no" \
    worstPathCellList "clkdlybuf4s50_1, buf_4, nor2b_4, buf_4, buf_4, and2_1, buf_4, a22oi_1, and4_1, a311oi_1, clkdlybuf4s50_1" \
    grt_pass1_wl_mm 278 \
    setup.worst_path.start_class "input pin" \
    worstHoldPathType "input pin to output pin" \
    fp.dieW_um 325 \
    unclocked_regs 1024 \
    grt_use_total_pct 38.4 \
    crit_fanout 51 \
    lay_top_cells "1024 x dlxtn_1, 778 x nand3_1, 311 x a22oi_1" \
    cap_violations 0 \
    slowest_stage "a311oi_1" \
    post_cts.repair.setup_buffers 0 \
    ant_nets 0 \
    ys_chip_area_um2 31400 \
    ctsResizeCount 0 \
    largest_reg_flops 1024 \
]
worst paths after layout:
| check | to | cells after the start | from | slack, ps |
|---|---|---|---|---|
| setup / recovery | rs1[1] | 11 | rs1_addr[0] | 6620 |
| hold / removal | rs1[27] | 4 | reset | 9290 |
worst min-delay path, delay by kind of cell:
family	cells	cell delay (ps)
compound gates	1	110
buf+inv	3	850
synthesized netlist by cell type, types with 12 or more instances:
library cell,count
a2111oi_0,70
a21oi_1,22
a221oi_1,16
a222oi_1,15
a22o_1,58
a22oi_1,311
a311oi_1,26
a31oi_1,12
a32oi_1,17
and2_1,32
and3_1,229
and4_1,28
buf_1,23
buf_2,137
buf_6,13
clkbuf_1,177
dlxtn_1,1024
inv_1,12
nand2_1,37
nand3_1,786
nand4_1,263
nor2_1,111
nor2b_1,16
nor3_1,32
nor4_1,34
o21bai_1,12
o31a_1,27
metal layers:
metal | wire length, µm | part of all wire, %
met1 | 66600 | 33
met4 | 20300 | 9.9
met5 | 364 | 0.18
met3 | 40700 | 20
met2 | 76200 | 37
layout make-up:
| cell class | count | area [µm²] |
|---|---|---|
| antenna | 22 | 55.1 |
| sequential | 1024 | 15400 |
| tap | 1380 | 1730 |
| inverter | 12 | 45.0 |
| multi-input combinational | 2293 | 14600 |
| timing repair buffer | 322 | 2750 |
| fill | 10700 | 69100 |
cells by family (layout without fill, tap and decap cells):
logic type / count (synthesis) / in the layout
latches: 1024 / 1024
buf+inv: 372 / 334
compound gates: 635 / 635
other cells: 1 / 24
mux: 19 / 19
simple gates: 1637 / 1637
per-stage QoR:
stage          cells  utilization (%)  power, µW  cell area [µm²]
3_5_place_dp    5031             33.3        525            34500
4_1_cts         5031             33.3        527            34500
2_1_floorplan   3689                -        320            31400
3_3_place_gp    5031             33.3        527            34500
5_1_grt         5034             33.3        562            34500
6_report        5053             33.3        556            34500
Power and IR drop assume default switching activity.
