<file path="./design.v">
module ALU #(parameter N=32)(
	input logic [N-1:0] rs1,
	input logic [N-1:0] alumux,
	input logic [3:0] alucontrol,
	output logic [N-1:0] alu_result,
	output logic zero
	);
	always @(*) begin
		zero = 1'b0;
		case(alucontrol)
			4'b0100: begin    
				alu_result = rs1 & alumux;
			end
			4'b0011: begin    
				alu_result = rs1 | alumux;
			end
			4'b0000: begin    
				alu_result = rs1 + alumux;
			end
			4'b0001: begin    
				alu_result = rs1 - alumux;
			end
			4'b0010 : begin   
				alu_result = rs1 ^ alumux;
			end
			4'b0101: begin   
				alu_result = rs1 << alumux[4:0];
			end
			4'b0110: begin   
				alu_result = rs1 >> alumux[4:0];
			end
			4'b111: begin   
				alu_result = $signed(rs1) >>> alumux[4:0];
			end
			4'b1000: begin   
				zero = (rs1 == alumux) ? 1'b1 : 1'b0;
			end
			4'b1001: begin   
				zero = (rs1 != alumux) ? 1'b1 : 1'b0;
			end
			4'b1010: begin   
				zero = (rs1 < alumux) ? 1'b1 : 1'b0;
			end
			4'b1011: begin   
				zero = (rs1 >= alumux) ? 1'b1 : 1'b0;
			end
			4'b1100: begin   
				zero = ($unsigned(rs1) < $unsigned(alumux)) ? 1'b1 : 1'b0;
				end
			4'b1101: begin   
				zero = ($unsigned(rs1) >= $unsigned(alumux)) ? 1'b1 : 1'b0;
			end
			default: begin
				alu_result = {N{1'b0}};
			end
		endcase
	end
endmodule
</file>
<file path="./run.sh">
#!/bin/bash
# OpenROAD 26Q1-2900-gdf79404cd8, Yosys 0.63+post, stock flow scripts
make -C /OpenROAD-flow-scripts/flow DESIGN_CONFIG=/design/flow/config.mk WORK_HOME=/design/flow/orfs finish
</file>
<file path="./config.mk">
export PLATFORM = sky130hd
export DESIGN_NAME = ALU
export DESIGN_NICKNAME = ALU
export VERILOG_FILES = /design/flow/design.v
export SDC_FILE = /design/flow/constraint.sdc
export NUM_CORES = 4
export LEC_CHECK = 1
export CORE_UTILIZATION = 30
</file>
<file path="./constraint.sdc">
current_design ALU

set clk_period 9.6
set clk_io_pct 0.2

create_clock -name clk0 -period $clk_period

set non_clock_inputs [all_inputs -no_clocks]
set_input_delay [expr $clk_period * $clk_io_pct] -clock clk0 $non_clock_inputs
set_output_delay [expr $clk_period * $clk_io_pct] -clock clk0 [all_outputs]
</file>
==> impl_metrics.yaml <==
# generated from flow reports
setup_path:
  worstPathRequired_ns: 7.68
  startpoint_type: "input pin"
  worst-setup-path-type: "input pin to output port"
  cp_max_fo: 41
  crit_arrival_ns: 6.33
  end_kind: "output port"
final_timing:
  unclocked_regs: 32
  finalCriticalPeriod_ns: 8.25
  worst_slew_pin_slew_ns: 0.938
  final-hold-violation-count: 0
  maxSlewHeadroom: 0.373
  finalSetupViolCount: 0
  untimed_endpoints: 64
  clock.fmax_mhz: 121
  period_used_share: 0.860
  drv_slew: 0
  fin_tns_setup_ns: 0
  rsz0062_at_grt: "false"
logic_synthesis:
  ys_async_sr_fraction: 0
  ys_cells: 1367
  syn_area_um2: 9200
  yosysChipArea_um2: 9200
  netlist_instances: 1367
  avgSynthCellArea_um2: 6.73
  ff_type: "dlxtn_1"
  ys_top_logic_family: "AND-OR/OR-AND gates"
  yosys_register_bits: 32
  synthSimpleGateAreaFrac: 0.205
  ys_sh_xor: 0.0133
  synth-edff-count: 0
  synthAdderAreaFrac: 0.147
  mux_share: 0.132
  synth-warning-count: 1
  ys_types: 80
  synthAoiAreaFrac: 0.361
cells_and_area:
  drive_gt1_frac: 0.0644
  most-common-layout-cells: "169 x nor2_1, 137 x a21oi_1, 122 x nand2_1"
  layout.area.seq_um2: 480
  fill_cells: 3218
  fin_area_um2: 10500
  synthToLayoutAreaGrowth_pct: 13.7
  logic_area_um2: 7910
  lay_top_count: "nor2_1"
  largest_register_ffs: 32
place:
  portBuffers: 101
  dpl_cell_area_um2: 10500
  place_hpwl_mm: 35.7
  gp_congestion: 1.03
power:
  p_leak_nw: 4.36
  pwr-share-seq: 0.030
  power.share.switching: 0.622
  p_total_w: 0.000610
  p_clk_frac: 0
  p_switching_w: 0.000380
  powerDensity_nw_per_um2: 58.3
  p_int_w: 0.000230
  peakVddDrop_mv: 0.0253
  p_comb_frac: 0.970
floorplanning:
  die_y_um: 177
  initial_core_util: 0.308
  dieWidth_um: 177
  core_um2: 29900
  num_rows: 63
  ios: 101
  dieArea_um2: 31400
drt:
  num_vias: 11100
  diodes: 0
  wl_per_cell_um: 25.8
  routed_via_density: 6.20
  drt_pass1_iterations: 5
  drc: 0
  wirelength_mm: 46.2
  drt_iter0_markers: 1211
  ant_nets: 0
worst_hold_path:
  hp-start: "alucontrol[0]"
  min_to: "zero"
  hold_depth: 5
  hp-class: "input pin to output port"
clock_tree:
  cts_setup_buffers: 0
  cts.repair.resized: 0
  hold_buffers: 0
global_route:
  grt_start_max_net_pins: 83
  grt_overflow_total: 0
  grtUsageTotal: 0.295
  antenna_found_initial: 0
  grt_pass1_vias: 10200
  grt_pass1_wl_mm: 67.0
status:
  status: "completed"
run:
  warnings: 105
  cap_viol_max_count: 0
## stage by stage
step	hold WS (ns)	util	setup WS (ns)	instances
2_1_floorplan	4.31	-	2.72	1367
5_1_grt	5.31	0.350	1.11	1788
3_3_place_gp	5.23	0.350	1.55	1788
4_1_cts	5.24	0.350	1.44	1788
3_5_place_dp	5.24	0.350	1.44	1788
6_report	5.24	0.350	1.35	1788
## cells in the mapped netlist (all sizes together) (11+ instances only)
| cell | instances | area [um^2] |
|---|---|---|
| dlxtn | 32 | 480 |
| nor4 | 13 | 81.3 |
| o22ai | 16 | 100 |
| nor3 | 32 | 160 |
| ha | 105 | 1310 |
| o31ai | 16 | 125 |
| o21bai | 19 | 143 |
| clkbuf | 55 | 206 |
| nand2 | 122 | 458 |
| nand3 | 34 | 170 |
| xnor2 | 13 | 114 |
| mux4 | 30 | 676 |
| or3 | 16 | 100 |
| inv | 102 | 383 |
| a21oi | 138 | 694 |
| a21o | 14 | 105 |
| a211oi | 26 | 208 |
| a221oi | 23 | 201 |
| a31oi | 12 | 90.1 |
| mux2i | 47 | 470 |
| buf | 44 | 234 |
| o2111ai | 11 | 96.3 |
| a211o | 13 | 114 |
| o211ai | 31 | 238 |
| nor2 | 169 | 634 |
| o21ai | 106 | 531 |
## area by class of cell
class / count / area share
Timing Repair Buffer: 130 / 0.115
Inverter: 103 / 0.0369
Multi-Input combinational cell: 1133 / 0.755
Tap cell: 390 / 0.0466
Sequential cell: 32 / 0.0459
## power by group through the flow
stage / Sequential, W / Combinational [W] / Clock (W)
4_1_cts: 0.0000186 / 0.000575 / 0
6_report: 0.0000184 / 0.000592 / 0
5_1_grt: 0.0000190 / 0.000631 / 0
## routing by layer
metal  wire length (um)  up-vias  track usage  share of wire
met5                  0        -            0              0
met4               1190        0       0.0672          0.026
met3               4830       68       0.0622           0.10
met2              19300      640        0.423           0.42
met1              20900     5253        0.448           0.45
li1                   -     5128            -              -
## worst max-delay path, stage by stage
cell and delay [ns]:
clkdlybuf4s50_1 0.45, buf_4 0.38, inv_1 0.46, ha_1 0.50, nor4_1 0.41, o31a_1 0.25
o311ai_2 0.14, nand4b_1 0.23, a21oi_2 0.12, o31ai_2 0.26, a21o_1 0.20, a21oi_1 0.08
or3_1 0.32, o211a_1 0.14, clkdlybuf4s50_1 0.41
## logic make-up after synthesis
group / count (synthesis)
compound gates: 500
simple gates: 429
buf+inv: 202
fa+ha+maj: 107
mux: 83
latches: 32
xor+xnor: 14
## worst max path at each step
stage | from | end | cells past startpoint
CTS | alumux[4] | zero | 15
global route | alumux[4] | zero | 15
finish | alumux[4] | zero | 15
No activity file was given, so power comes from the tool's default toggle rates.
